==> design/flow/design.v <==
module gen_uart_mos_6551(
	input        reset,
	input        clk,
	input        clk_en,
	input  [7:0] din,
	output reg [7:0] dout,
	input        rnw,
	input        cs,
	input  [1:0] rs,
	output       irq_n,
	input        cts_n,
	input        dcd_n,
	input        dsr_n,
	output       dtr_n,
	output       rts_n,
	input        rx,
	output       tx
);
reg        sreset;
reg  [3:0] clk_div;
reg        rec_clk;
reg        irq_reset;
reg        tx_start;
reg  [2:0] parity;
reg        echo;
reg  [1:0] tx_ctrl;
reg        dtr;
reg        stop;
reg  [1:0] wordlen;
reg  [7:0] tdr;
reg        tdr_full;
wire       tx_busy;
reg        tx_irq;
reg        rx_reset;
wire [7:0] rx_data;
wire       rx_full;
wire       rx_ovr;
wire       rx_fe;
wire       rx_pe;
reg        rx_nie;
reg        rx_irq;
reg        rx_full_d;
reg        ext_irq;
reg        dcdb_latch;
reg        dsrb_latch;
wire [7:0] cmd = {parity, echo, tx_ctrl, rx_nie, dtr};
wire [7:0] ctrl = {stop, wordlen, rec_clk, clk_div};
wire [7:0] status = {~irq_n, dsrb_latch, dcdb_latch, ~tdr_full, rx_full, rx_ovr, rx_fe, rx_pe};
assign     dtr_n = ~dtr;
assign     rts_n = tx_ctrl == 0;
always @(posedge clk) begin
	if (reset | sreset) begin
		tx_irq <= 0;
		rx_irq <= 0;
		ext_irq <= 0;
		irq_reset <= 0;
		rx_full_d <= 0;
		tx_start <= 0;
		dtr <= 0;
		rx_nie <= 1;
		tx_ctrl <= 0;
		echo <= 0;
		tdr_full <= 0;
		if (!cs) sreset <= 0;
		rx_reset <= 0;
		if (reset) begin
			parity <= 0;
			rec_clk <= 0;
			clk_div <= 0;
			stop <= 0;
			wordlen <= 0;
		end
	end else begin
		tx_start <= 0;
		rx_reset <= 0;
		irq_reset <= 0;
		if (cs & !rnw) begin
			case (rs)
				0: begin tdr <= din; tdr_full <= 1; end
				1: sreset <= 1;
				2: {parity, echo, tx_ctrl, rx_nie, dtr} <= din;
				3: {stop, wordlen, rec_clk, clk_div} <= din;
				default: ;
			endcase
		end
		if (cs & rnw) begin
			if (rs == 0) rx_reset <= 1;  
			if (rs == 1) irq_reset <= 1;  
		end
		if (!cs) begin
			if (irq_reset) begin
				rx_irq <= 0;
				tx_irq <= 0;
				ext_irq <= 0;
			end
			if (tdr_full & dtr & !tx_busy & !cts_n & !rts_n) begin
				tx_start <= 1;
				tdr_full <= 0;
				tx_irq <= 1;
			end
			rx_full_d <= rx_full;
			if (rx_full & ~rx_full_d)
				rx_irq <= 1;
			if (!ext_irq) begin
				dcdb_latch <= dcd_n;
				dsrb_latch <= dsr_n;
				if (dcdb_latch ^ dcd_n || dsrb_latch ^ dsr_n)
					ext_irq <= 1;
			end
		end
	end
end
assign irq_n = ~(ext_irq | (tx_irq && tx_ctrl == 1) | (rx_irq & !rx_nie));
always @(*) begin
	dout = 8'hff;
	if (cs & rnw) begin
		case (rs)
			0: dout = rx_data;
			1: dout = status;
			2: dout = cmd;
			3: dout = ctrl;
			default: ;
		endcase
	end
end
wire div_en;
gen_uart_mos_6551_baud_gen baud_gen(reset, clk, clk_en, clk_div, div_en);
wire rx_echo, tx_out;
assign tx = echo ? rx_echo : tx_out;
gen_uart_rx gen_uart_rx(
	.reset(reset | sreset),
	.reset_flags(rx_reset),
	.clk(clk),
	.clk_en(rec_clk ? div_en : clk_en),
	.clk_mult(2'd1),
	.wordlen(wordlen),
	.parity_en(parity[0]),
	.parity_ctrl(parity[2:1]),
	.rx_data(rx_data),
	.rx(rx),
	.rx_echo(rx_echo),
	.fe(rx_fe),
	.pe(rx_pe),
	.ovr(rx_ovr),
	.full(rx_full)
);
gen_uart_tx gen_uart_tx(
	.reset(reset | sreset),
	.clk(clk),
	.clk_en(div_en),
	.clk_mult(2'd1),
	.wordlen(wordlen),
	.parity_en(parity[0]),
	.parity_ctrl(parity[2:1]),
	.tx_data(tdr),
	.start(tx_start),
	.busy(tx_busy),
	.tx(tx_out)
);
endmodule
module gen_uart_mos_6551_baud_gen(
	input        reset,
	input        clk,
	input        clk_en,
	input  [3:0] clk_div,
	output       div_en
);
reg  [11:0] cnt;
reg  [11:0] cnt_val;
always @(*) begin
	case (clk_div)
	 1: cnt_val = 2303;  
	 2: cnt_val = 1535;  
	 3: cnt_val = 1047;  
	 4: cnt_val = 855;   
	 5: cnt_val = 767;   
	 6: cnt_val = 383;   
	 7: cnt_val = 191;   
	 8: cnt_val = 95;    
	 9: cnt_val = 63;    
	10: cnt_val = 47;    
	11: cnt_val = 31;    
	12: cnt_val = 23;    
	13: cnt_val = 15;    
	14: cnt_val = 11;    
	15: cnt_val = 5;     
	default: cnt_val = 0;
	endcase
end
assign div_en = clk_en && cnt == cnt_val;
always @(posedge clk) begin
	if (reset)
		cnt <= 0;
	else if (clk_en) begin
		cnt <= cnt + 1'd1;
		if (cnt == cnt_val) cnt <= 0;
	end
end
endmodule
module gen_uart_mc_6850(
	input        reset,
	input        clk,
	input        rx_clk_en,
	input        tx_clk_en,
	input  [7:0] din,
	output reg [7:0] dout,
	input        rnw,
	input        cs,
	input        rs,
	output reg   irq_n,
	input        cts_n,
	input        dcd_n,
	output       rts_n,
	input        rx,
	output       tx
);
reg        sreset;
wire [7:0] status = {~irq_n, rx_pe, rx_ovr, rx_fe, cts_n, dcd_n, ~tdr_full, rx_full};
reg        wordlen;
reg        parity_en;
reg        parity_odd;
reg  [1:0] clk_mult;
reg        rx_reset;
wire [7:0] rx_data;
wire       rx_pe;
wire       rx_fe;
wire       rx_ovr;
wire       rx_full;
reg        rx_ie;
reg  [7:0] tdr;
reg        tx_start;
wire       tx_busy;
reg        tdr_full;
reg  [1:0] tx_ctrl;
assign rts_n = tx_ctrl == 2;
always @(posedge clk) begin
	if (reset | sreset) begin
		tx_start <= 0;
		tdr_full <= 0;
		rx_reset <= 0;
		if (!cs) sreset <= 0;
		if (reset) begin
			rx_ie <= 0;
			tx_ctrl <= 0;
			parity_en <= 0;
			parity_odd <= 0;
			clk_mult <= 0;
			wordlen <= 0;
		end
	end else begin
		tx_start <= 0;
		rx_reset <= 0;
		if (cs & !rnw) begin
			if (!rs)
				if (din[1:0] == 2'b11) sreset <= 1;
				else begin
					clk_mult <= din[1:0];
					parity_odd <= din[2];
					parity_en <= din[4:3] != 2'b10;
					wordlen <= ~din[4];
					tx_ctrl <= din[6:5];
					rx_ie <= din[7];
				end
			else begin
				tdr <= din;
				tdr_full <= 1;
			end
		end
		if (cs & rnw & rs)
			rx_reset <= 1;  
		if (!cs & tdr_full & !tx_busy & !cts_n & !rts_n) begin
			tx_start <= 1;
			tdr_full <= 0;
		end
	end
end
always @(*) begin
	dout = 8'hff;
	if (cs & rnw)
		dout = rs ? rx_data : status;
end
always @(posedge clk) begin : irq_logic
	if (reset | sreset)
		irq_n <= 1;
	else
		irq_n <= ~((tx_ctrl == 1 && !tdr_full) || (rx_ie && (rx_full | rx_ovr)));
end
gen_uart_rx gen_uart_rx(
	.reset(reset | sreset),
	.reset_flags(rx_reset),
	.clk(clk),
	.clk_en(rx_clk_en),
	.clk_mult(clk_mult),
	.wordlen({1'b0, wordlen}),
	.parity_en(parity_en),
	.parity_ctrl({1'b0, ~parity_odd}),
	.rx_data(rx_data),
	.rx(rx),
	.rx_echo(),
	.fe(rx_fe),
	.pe(rx_pe),
	.ovr(rx_ovr),
	.full(rx_full)
);
gen_uart_tx gen_uart_tx(
	.reset(reset | sreset),
	.clk(clk),
	.clk_en(tx_clk_en),
	.clk_mult(clk_mult),
	.wordlen({1'b0, wordlen}),
	.parity_en(parity_en),
	.parity_ctrl({1'b0, ~parity_odd}),
	.tx_data(tdr),
	.start(tx_start),
	.busy(tx_busy),
	.tx(tx)
);
endmodule
module gen_uart_ay_31015(
	input        reset,
	input        clk,
	input        rx_clk_en,
	input        tx_clk_en,
	input  [7:0] din,
	output [7:0] dout,
	input        ds_n,
	output       eoc,
	output       pe,
	output       fe,
	output       ovr,
	output reg   tbmt,
	output       dav,
	input        rdav_n,
	input        cs,
	input        np,   
	input        tsb,  
	input  [1:0] nb,   
	input        eps,  
	input        rx,
	output       tx
);
reg   [1:0] wordlen;
reg         parity_en;
reg         parity_even;
reg   [7:0] tdr;
reg         tx_start;
wire        tx_busy;
assign      eoc = ~tx_busy;
always @(posedge clk) begin
	if (reset) begin
		tbmt <= 1;
		tx_start <= 0;
		parity_en <= 0;
		parity_even <= 0;
		wordlen <= 0;
	end else begin
		if (cs) {parity_en, parity_even, wordlen} <= {~np, eps, ~nb};
		tx_start <= 0;
		if (!ds_n) begin
			tdr <= din;
			tbmt <= 0;
		end
		if (ds_n & !tbmt & !tx_busy) begin
			tx_start <= 1;
			tbmt <= 1;
		end
	end
end
gen_uart_rx #(.ALT_OVR(1'b1)) gen_uart_rx(
	.reset(reset),
	.reset_flags(!rdav_n),
	.clk(clk),
	.clk_en(rx_clk_en),
	.clk_mult(2'd1),
	.wordlen(wordlen),
	.parity_en(parity_en),
	.parity_ctrl({1'b0, parity_even}),
	.rx_data(dout),
	.rx(rx),
	.rx_echo(),
	.fe(fe),
	.pe(pe),
	.ovr(ovr),
	.full(dav)
);
gen_uart_tx gen_uart_tx(
	.reset(reset),
	.clk(clk),
	.clk_en(tx_clk_en),
	.clk_mult(2'd1),
	.wordlen(wordlen),
	.parity_en(parity_en),
	.parity_ctrl({1'b0, parity_even}),
	.tx_data(tdr),
	.start(tx_start),
	.busy(tx_busy),
	.tx(tx)
);
endmodule
module gen_uart_tr_1602(
	input        reset,
	input        clk,
	input        rx_clk_en,  
	input        tx_clk_en,  
	input  [7:0] din,
	output [7:0] dout,
	input        thrl,   
	output       pe,     
	output       fe,     
	output       oe,     
	output reg   thre,   
	output       tre,    
	output       dr,     
	input        drr_n,  
	input        crl,  
	input        pi,   
	input        sbs,  
	input  [1:0] wls,  
	input        epe,  
	input        rx,
	output       tx
);
reg   [1:0] wordlen;
reg         parity_en;
reg         parity_even;
reg   [7:0] tdr;
reg         tx_start;
wire        tx_busy;
assign      tre = ~tx_busy;
always @(posedge clk) begin
	if (reset) begin
		thre <= 1;
		tx_start <= 0;
		parity_en <= 0;
		parity_even <= 0;
		wordlen <= 0;
	end else begin
		if (crl) {parity_en, parity_even, wordlen} <= {~pi, epe, ~wls};
		tx_start <= 0;
		if (thrl) begin
			tdr <= din;
			thre <= 0;
		end
		if (!thrl & !thre & !tx_busy) begin
			tx_start <= 1;
			thre <= 1;
		end
	end
end
gen_uart_rx #(.ALT_OVR(1'b1)) gen_uart_rx(
	.reset(reset),
	.reset_flags(!drr_n),
	.clk(clk),
	.clk_en(rx_clk_en),
	.clk_mult(2'd1),
	.wordlen(wordlen),
	.parity_en(parity_en),
	.parity_ctrl({1'b0, parity_even}),
	.rx_data(dout),
	.rx(rx),
	.rx_echo(),
	.fe(fe),
	.pe(pe),
	.ovr(oe),
	.full(dr)
);
gen_uart_tx gen_uart_tx(
	.reset(reset),
	.clk(clk),
	.clk_en(tx_clk_en),
	.clk_mult(2'd1),
	.wordlen(wordlen),
	.parity_en(parity_en),
	.parity_ctrl({1'b0, parity_even}),
	.tx_data(tdr),
	.start(tx_start),
	.busy(tx_busy),
	.tx(tx)
);
endmodule
module gen_uart_rx(
	input        reset,
	input        reset_flags,
	input        clk,
	input        clk_en,
	input  [1:0] clk_mult,  
	input  [1:0] wordlen,  
	input        parity_en,
	input  [1:0] parity_ctrl,  
	output reg [7:0] rx_data,
	input        rx,
	output reg   rx_echo,
	output reg   pe,
	output reg   fe,
	output reg   ovr,
	output reg   full
);
parameter ALT_OVR = 1'b0;
reg  [5:0] cnt;
reg  [5:0] start_pos;
reg  [7:0] shift_reg;
reg  [3:0] bit_cnt;
reg        bit_en;
reg        parity;
reg        parity_err;
reg  [7:0] rx_next;
reg  [3:0] rx_filter;
reg        rx_filtered;
wire       rx_in = |clk_mult ? rx_filtered : rx;
always @(posedge clk) begin
	if (reset) begin
		cnt <= 0;
		bit_en <= 0;
		rx_filter <= 4'b1111;
		rx_filtered <= 1;
	end else begin
		bit_en <= 0;
		if (clk_en) begin
			rx_filter <= { rx, rx_filter[3:1] };
			if ({ rx, rx_filter[3:1] }  == 4'b0000) rx_filtered = 0;
			if ({ rx, rx_filter[3:1] }  == 4'b1111) rx_filtered = 1;
			cnt <= cnt + 1'd1;
			case (clk_mult)
				1: bit_en <= cnt[3:0] == (start_pos[3:0] + 4'd7);
				2: bit_en <= cnt == (start_pos + 6'd31);
				default: bit_en <= 1;
			endcase
		end
	end
end
always @(*)
	case (wordlen)
		1: rx_next = { 1'd0, shift_reg[7:1] };
		2: rx_next = { 2'd0, shift_reg[7:2] };
		3: rx_next = { 3'd0, shift_reg[7:3] };
		default: rx_next = shift_reg[7:0];
	endcase
always @(*)
	case (parity_ctrl)
		0: parity_err = ~(^rx_next ^ parity);  
		1: parity_err = ^rx_next ^ parity;  
		default: parity_err = 0;
	endcase
always @(posedge clk) begin
	if (reset) begin
		pe <= 0;
		fe <= 0;
		ovr <= 0;
		full <= 0;
		bit_cnt <= 0;
	end else begin
		if (reset_flags) begin
			fe <= 0;
			ovr <= 0;
			pe <= 0;
			full <= 0;
		end
		if (bit_en) rx_echo <= rx_in;
		if (bit_cnt == 0 && !rx_in) begin
			bit_cnt <= 4'd10 - wordlen + parity_en;
			start_pos <= cnt;  
		end
		if (bit_en && bit_cnt != 0) begin
			bit_cnt <= bit_cnt - 1'd1;
			shift_reg <= { rx_in, shift_reg[7:1] };
			if (bit_cnt == 2) begin
				parity <= rx_in;
				if (parity_en) shift_reg <= shift_reg;  
			end
			if (bit_cnt == 1) begin
				full <= 1;
				if (!rx_in)  
					fe <= 1;
				if (ALT_OVR) begin
					if (full) ovr <= 1;
					rx_data <= rx_next;
					pe <= parity_err & parity_en;
				end else begin
					if (full)
						ovr <= 1;
					else begin
						rx_data <= rx_next;
						pe <= parity_err & parity_en;
					end
				end
			end
		end
	end
end
endmodule
module gen_uart_tx(
	input        reset,
	input        clk,
	input        clk_en,
	input  [1:0] clk_mult,  
	input  [1:0] wordlen,  
	input        parity_en,
	input  [1:0] parity_ctrl,  
	input  [7:0] tx_data,
	input        start,
	output       busy,
	output       tx
);
reg  [5:0] cnt;
reg [11:0] shift_reg;
reg  [3:0] bit_cnt;
reg        bit_en;
reg        parity;
always @(*) begin
	if (!parity_en)
		parity = 1;
	else case (parity_ctrl)
		0: parity = ~^tx_data;  
		1: parity = ^tx_data;  
		2: parity = 1;  
		default: parity = 0;  
	endcase
end
always @(posedge clk) begin
	if (reset) begin
		cnt <= 0;
		bit_en <= 0;
	end else begin
		bit_en <= 0;
		if (clk_en) begin
			cnt <= cnt + 1'd1;
			case (clk_mult)
				0: bit_en <= 1;
				1: bit_en <= cnt[3:0] == 0;
				default: bit_en <= cnt == 0;
			endcase
		end
	end
end
assign busy = bit_cnt != 0;
assign tx = shift_reg[0];
always @(posedge clk) begin
	reg start_d;
	if (reset) begin
		bit_cnt <= 0;
		start_d <= 0;
		shift_reg[0] <= 1;
	end else begin
		start_d <= start;
		if (start & ~start_d) begin
			bit_cnt <= 4'd11 - wordlen + parity_en;
			shift_reg <= { 1'b1, parity, tx_data, 1'b0, 1'b1 };
			case (wordlen)
				1: shift_reg[10:9] <= {1'b1, parity};
				2: shift_reg[10:8] <= {2'b11, parity};
				3: shift_reg[10:7] <= {3'b111, parity};
				default: ;
			endcase
		end
		if (bit_en && bit_cnt != 0) begin
			bit_cnt <= bit_cnt - 1'd1;
			shift_reg <= { 1'b1, shift_reg[10:1] };
		end
	end
end
endmodule
==> design/flow/run.sh <==
#!/bin/bash
# OpenROAD 26Q1-2900-gdf79404cd8, Yosys 0.63+post, stock flow scripts
make -C /OpenROAD-flow-scripts/flow DESIGN_CONFIG=/design/flow/config.mk WORK_HOME=/design/flow/orfs finish
==> design/flow/config.mk <==
export PLATFORM = sky130hd
export DESIGN_NAME = gen_uart_mc_6850
export DESIGN_NICKNAME = gen_uart_mc_6850
export VERILOG_FILES = /design/flow/design.v
export SDC_FILE = /design/flow/constraint.sdc
export NUM_CORES = 4
export LEC_CHECK = 1
export CORE_UTILIZATION = 30
==> design/flow/constraint.sdc <==
current_design gen_uart_mc_6850

set clk_period 4.9
set clk_io_pct 0.2

create_clock -name clk0 -period $clk_period [get_ports {clk}]

set non_clock_inputs [all_inputs -no_clocks]
set_input_delay [expr $clk_period * $clk_io_pct] -clock clk0 $non_clock_inputs
set_output_delay [expr $clk_period * $clk_io_pct] -clock clk0 [all_outputs]
==> flow_summary_export.csv <==
group,metric,value,unit
drt,drc_errors,0,
drt,drt_iter0_markers,209,
layout,largest_reg_flops,11,
timing,max_slew_margin,41.9,%
setup_path,reg2reg_from,"sreset",
logic_synthesis,synth.top_cell.area_share,37.7,%
timing,finalHoldViolations,0,
setup_path,cp_max_fo,14,
floorplanning,die_y,117,um
worst_hold_path,worstHoldStart,"tx_start",
logic_synthesis,ys_ff,86,
grt,overflow,0,
clocking,worstSkewPairLatency,340,ps
power,p_sw,0.357,mW
logic_synthesis,synth_area,0.00398,mm2
drt,postRouteAntennaNets,0,
layout,drive_gt1_share,7.32,%
timing,finalSetupViolCount,0,
flow_run,max_cap_viol_count,0,
placed_design,preCtsSetupSlack,1210,ps
logic_synthesis,synthFlopType,"edfxtp_1",
clocking,cts_resized,0,
setup_path,arrival,2660,ps
grt,grt_pass1_wl,12200,um
power,p_clk_share,44.3,%
setup_path,critical_path.most_common_cell,"clkdlybuf4s50_1",
timing,period_minus_slack,3640,ps
clocking,hold_buffers,0,
clocking,clockBufferDepth,2,
power,sw_frac_of_total,22.5,%
floorplanning,initial_core_util,31.1,%
timing,tns,0,ps
logic_synthesis,syn_avg_cell_area,10.9,um2
logic_synthesis,topCellsByArea,"edfxtp_1, dfxtp_1, nand2_1, xnor2_1, ha_1",
floorplanning,die_area,0.0137,mm2
logic_synthesis,ys_seq_share,55.8,%
power,power,1.59,mW
setup_path,slowest_stage,"clkdlybuf4s50_1",
drt,via_per_inst,4.58,
power,p_leak,1.75,nW
floorplanning,core,0.0128,mm2
power,seqPwrFrac,49.5,%
floorplanning,ioPinCount,29,
clocking,cts_tree,"yes",
power,internal_power,1.23,mW
timing,finalCritPeriodShare,74.3,%
layout,fin_area,0.00474,mm2
clocking,post_cts_buffers,0,
placed_design,port_buffers,28,
setup_path,critPathKind,"in2out",
clocking,cts_root_buffer,"clkbuf_16",
timing,slew_viol_final,0,
drt,num_antenna_cells,0,
drt,vias,2602,
layout,area_growth,19.2,%
clocking,clock_sinks,86,
timing,finalClockSkew,10.4,ps
logic_synthesis,ys_warn_count,3,
setup_path,worstPathRequired,3920,ps
power,combPwrFrac,6.2,%
clocking,htreeDepth,3,
power,p_per_area,335,mW/mm2
floorplanning,die_width,117,um
floorplanning,rows,41,
grt,grt_max_degree,34,
outcome,status,"finished clean",
grt,grt_pass1_vias,2511,
placed_design,hpwl,5280,um
grt,grt_antenna_before_repair,0,
setup_path,endpoint_kind,"output port",
setup_path,worstPathCellList,"clkdlybuf4s50_1, mux2i_1, nand2_1, clkdlybuf4s50_1",
layout,layout_top_cell,"edfxtp_1",
logic_synthesis,ys_cells,364,
logic_synthesis,yosys_area,0.00398,mm2
grt,grt.total_usage,11.8,%
setup_path,cp-startpoint,"rs",
timing,layout_setup_ws,1260,ps
logic_synthesis,syn_inst,364,
drt,wirelength,7430,um
clocking,clk_pin_slew,70,ps
placed_design,globalplace.congestion,0.831,
layout,fillers,1200,
logic_synthesis,ys_types,50,
flow_run,warnings,31,
drt,wl_per_cell,13.1,um
timing,rsz0062_at_grt,"no",
placed_design,place_area,0.00443,mm2
timing,timing.fmax,275,MHz
setup_path,slowest_delay,880,ps
logic_synthesis,synth.largest_area_cell,"edfxtp_1",
worst_hold_path,hp-class,"reg2reg",
logic_synthesis,edf_count,50,
clocking,numCtsBuffers,9,
power,ir_worst_vdd,178,uV
setup_path,start_kind,"input pin",
layout,layout_top_cells,"edfxtp_1, nand2_1, dfxtp_1",
timing,worstMarginPinSlew,867,ps
layout,finish.utilization,37.1,%
drt,dr.pass1.iters,4,
logic_synthesis,async_flop_share,0,%
## power groups by stage
stage | sequential (mW) | clock [mW] | combinational (mW)
after CTS | 0.786 | 0.719 | 0.100
after global routing | 0.788 | 0.750 | 0.110
final | 0.786 | 0.703 | 0.0989
## critical path, delay by kind of cell
| kind | cells | cell delay, ps |
|---|---|---|
| and+or+nand+nor | 1 | 90 |
| muxes | 1 | 290 |
| buffers and inverters | 2 | 1300 |
## metal layers
layer | vias to the layer above | routed length [um] | track usage [%]
met5 | - | 0 | 0
li1 | 1323 | - | -
met2 | 33 | 3380 | 17.8
met3 | 10 | 261 | 3.25
met1 | 1236 | 3650 | 17.9
met4 | 0 | 142 | 2.19
## final cells by class
class,instances,area (um2),share of cell area [%]
inverters,22,82.6,1.74
well taps,172,215,4.54
multi-input cells,243,1620,34.2
flip-flops and latches,86,2220,46.8
repair buffers,29,288,6.07
clock inverters,7,86.3,1.82
clock buffers,9,225,4.75
## synthesized netlist by cell type, types with 2 or more instances
cell      number
a211oi_1       4
a21o_1         2
a21oi_1       16
a22oi_1        2
a311oi_1       3
a31oi_1        2
and2_1         9
and3_1         6
clkbuf_1      11
dfxtp_1       36
edfxtp_1      50
ha_1          13
inv_1         22
mux2_2         4
mux2i_1       14
nand2_1       49
nand2b_1       5
nand3_1        2
nand4_1        5
nor2_1        28
nor2b_1        5
nor3_1         3
nor4_1         2
o211ai_1       2
o21ai_0       14
or3_1          2
xnor2_1       19
xnor3_1        2
xor2_1        11
## kinds of logic after synthesis
logic type,Yosys count,share of synthesized area [%]
mux,18,4.65
fa+ha+maj,13,4.09
flops,86,55.8
simple gates,125,15.3
buf+inv,35,3.33
xor+xnor,32,7.74
compound gates,55,8.99
## final timing paths
kind	to	slack (ps)	cells past startpoint
max	dout[6]	1260	4
min	flip-flop	480	1
max reg2reg	gen_uart_rx.shift_reg[2]	2210	4
min reg2reg	flip-flop	480	1
## through the flow
stage / hold slack [ps] / instances
after floorplan: 445 / 364
after global placement: 464 / 552
after detailed placement: 476 / 552
after CTS: 489 / 568
after global routing: 504 / 568
final: 485 / 568
Power figures rest on the tool's default switching activity, not on a simulated workload.
